File: flow/config.mk
export PLATFORM = sky130hd
export DESIGN_NAME = main
export DESIGN_NICKNAME = main
export VERILOG_FILES = /design/flow/design.v
export SDC_FILE = /design/flow/constraint.sdc
export NUM_CORES = 4
export LEC_CHECK = 1
export CORE_UTILIZATION = 40
File: flow/run.sh
#!/bin/bash
# OpenROAD 26Q1-2900-gdf79404cd8, Yosys 0.63+post, stock flow scripts
make -C /OpenROAD-flow-scripts/flow DESIGN_CONFIG=/design/flow/config.mk WORK_HOME=/design/flow/orfs finish
File: flow/design.v
module hvsync_generator(
input       pixel_clk,
input [11:0]h_fporch,
input [11:0]h_sync,   
input [11:0]h_bporch,
input [11:0]v_fporch,
input [11:0]v_sync,   
input [11:0]v_bporch,
output     vga_hs,
output     vga_vs,
output     vga_blank,
output  reg[11:0]CounterY,
output  reg[11:0]CounterX
);
wire [11:0]h_total;
assign h_total = 11'd640+h_fporch+h_sync+h_bporch;	
reg [11:0]h_counter;
reg VGA_HS_o;
reg VGA_BLANK_HS_o;
always @(posedge pixel_clk)begin
if (h_counter  < (h_total-1) ) h_counter <= h_counter+1;
else h_counter <= 0;
end
always @(posedge pixel_clk)begin
case(h_counter)
                        0:{VGA_BLANK_HS_o,VGA_HS_o}=2'b01;
                 h_fporch:{VGA_BLANK_HS_o,VGA_HS_o}=2'b00;
          h_fporch+h_sync:{VGA_BLANK_HS_o,VGA_HS_o}=2'b01;
 h_fporch+h_sync+h_bporch:{VGA_BLANK_HS_o,VGA_HS_o}=2'b11;
endcase
end
wire [11:0]v_total;
assign v_total = 11'd480+v_fporch+v_sync+v_bporch;
reg [11:0]v_counter;
reg VGA_VS_o;
reg VGA_BLANK_VS_o;
always @(posedge vga_hs)begin
if (v_counter < (v_total-1)) v_counter <= v_counter+1; 
else v_counter <= 0;
end
always @(posedge vga_hs)begin
case(v_counter)
                        0:{VGA_BLANK_VS_o,VGA_VS_o}=2'b01;
                 v_fporch:{VGA_BLANK_VS_o,VGA_VS_o}=2'b00;
          v_fporch+v_sync:{VGA_BLANK_VS_o,VGA_VS_o}=2'b01;
 v_fporch+v_sync+v_bporch:{VGA_BLANK_VS_o,VGA_VS_o}=2'b11;
endcase
end
assign vga_hs=VGA_HS_o;
assign vga_vs=VGA_VS_o;
assign vga_blank=VGA_BLANK_VS_o & VGA_BLANK_HS_o;
always @(posedge pixel_clk)begin
if(!VGA_BLANK_HS_o)CounterX <= 0;
else CounterX <= CounterX+1;
end
always @(posedge vga_hs)begin
if(!VGA_BLANK_VS_o)CounterY <= 0;
else CounterY <= CounterY+1;
end
endmodule
module main(
	output [3:0]VGA_R,
	output [3:0]VGA_G, 
	output [3:0]VGA_B,
	input CLOCK_50,
	input [3:0]KEY,
	output VGA_HS,
	output VGA_VS
);
reg [9:0] ballX;
reg [8:0] ballY;
reg [8:0] PaddlePosition;
initial ballX = 310;
initial ballY= 456;
initial PaddlePosition = 255;
reg    [31:0]VGA_CLK_o;
assign VGA_CLK        =VGA_CLK_o[0];
always @(posedge CLOCK_50) VGA_CLK_o=VGA_CLK_o+1;
wire inDisplayArea;
wire [11:0] CounterX;
wire [11:0] CounterY;
	hvsync_generator vga0(
		.pixel_clk(VGA_CLK),
		.h_fporch (16),
		.h_sync   (96), 
		.h_bporch (48),
		.v_fporch (10),
		.v_sync   (10),
		.v_bporch (33),
		.vga_hs   (VGA_HS),
		.vga_vs   (VGA_VS),
		.vga_blank(inDisplayArea),
		.CounterY(CounterY),
		.CounterX(CounterX) 
	);
wire paddle = (CounterX>=PaddlePosition+8) && (CounterX<=PaddlePosition+120) && (CounterY[8:3]==59);
wire border = (CounterX[9:3]==0) || (CounterX[9:3]==79) || (CounterY[8:3]==0) ; 
wire BouncingObject = border | paddle;
localparam stpoint = 180;
wire p =  CounterX >= stpoint +   0 && CounterX <= stpoint +   5 &&  CounterY >= 100 && CounterY <= 130 || CounterX >= stpoint + 5 &&  CounterX <= stpoint + 25 && ( CounterY >= 100 && CounterY <=105 || CounterY >=115 && CounterY <=120) ||(CounterX>= stpoint + 20 && CounterX <= stpoint + 25 && CounterY>=100 && CounterY <=120 );
wire a = (CounterX >= stpoint +  60 && CounterX <= stpoint +  65 ||  CounterX >= stpoint + 80 && CounterX <= stpoint + 85) && CounterY >= 100 && CounterY <= 130 || CounterX >= stpoint +60 &&  CounterX<=stpoint +85 && ( CounterY >=100 && CounterY <=105 || CounterY >=115 && CounterY <=120);
wire u = (CounterX >= stpoint + 120 && CounterX <= stpoint + 125 ||  CounterX >= stpoint + 140 && CounterX <= stpoint + 145) && CounterY >= 100 && CounterY <= 130 || CounterX >= stpoint + 125 &&  CounterX<= stpoint +145 &&  CounterY >=125 && CounterY <=130;
wire s =  CounterX >= stpoint + 180 && CounterX <= stpoint + 205 && (CounterY >= 100 && CounterY <=105 || CounterY >= 115 && CounterY <=120 || CounterY >= 125 && CounterY <= 130) || CounterX >= stpoint + 180 &&  CounterX<= stpoint + 185 && CounterY >=105 && CounterY <=115 || CounterX >= stpoint + 200 &&  CounterX<= stpoint + 205 && CounterY >=115 && CounterY <=125;
wire e =  CounterX >= stpoint + 240 && CounterX <= stpoint + 265 && (CounterY >= 100 && CounterY <=105 || CounterY >= 115 && CounterY <=120 || CounterY >= 125 && CounterY <= 130) || CounterX >= stpoint + 240 && CounterX <= stpoint + 245 && CounterY >= 100 && CounterY <= 130;
wire pause = (p | a | u | s | e ) & !start;
reg [17:0]speed;
reg start = 0;
wire nextpos = (speed == 0);
reg over = 0;
always @(posedge CLOCK_50)
begin
	speed = speed + 1;
	if(over) start = 0; 
	else if(~KEY[3]) start = 1;
end
reg [6:0]boost = 6'b1;  
reg [22:0]clock06s = 0;
always @(posedge CLOCK_50)
begin
	clock06s = clock06s + 1;
	if(clock06s == 0)
		if(boost != 5'd31)
			if(~KEY[0] & KEY[1] | KEY[0] & ~KEY[1] )
				boost = boost + 1;
			else
				boost = 1;			
end
always @(posedge nextpos)
begin
    if(over)
		PaddlePosition = 255;
	else
	if(start)
	begin
      if(~KEY[0]) 
		if(PaddlePosition  > (9'd511 - boost)) 
			PaddlePosition = 9'd511;
		else
			PaddlePosition = PaddlePosition + boost; 
	  if(~KEY[1]) 
		  if(PaddlePosition  < boost) 
			PaddlePosition = 0;
		  else
			PaddlePosition = PaddlePosition - boost;
	end			
end
reg ball_inX, ball_inY;
always @(posedge VGA_CLK)
if(ball_inX==0) ball_inX <= (CounterX==ballX) & ball_inY; else ball_inX <= !(CounterX==ballX+16);
always @(posedge VGA_CLK)
if(ball_inY==0) ball_inY <= (CounterY==ballY); else ball_inY <= !(CounterY==ballY+16);
wire ball = ball_inX & ball_inY;
reg CollisionX1, CollisionX2, CollisionY1, CollisionY2;
always @(posedge CLOCK_50) if(nextpos | over) CollisionX1<=0; else if(BouncingObject & (CounterX==ballX   ) & (CounterY==ballY+ 8)) CollisionX1<=1;
always @(posedge CLOCK_50) if(nextpos | over) CollisionX2<=0; else if(BouncingObject & (CounterX==ballX+16) & (CounterY==ballY+ 8)) CollisionX2<=1;
always @(posedge CLOCK_50) if(nextpos | over) CollisionY1<=0; else if(BouncingObject & (CounterX==ballX+ 8) & (CounterY==ballY   )) CollisionY1<=1;
always @(posedge CLOCK_50) if(nextpos | over) CollisionY2<=0; else if(BouncingObject & (CounterX==ballX+ 8) & (CounterY==ballY+16)) CollisionY2<=1;
reg ball_dirX, ball_dirY;
always @(posedge nextpos) 
begin
	if(ballY > 460)
	begin
		ballY = 456; ballX = 310; over = 1;
	end
	else
	begin
		over = 0;
		if(start)
		begin
			if(~(CollisionX1 & CollisionX2))       
			begin
			if(CollisionY2)  
				ballX <= ballX + (ball_dirX ? -boost : boost);
			else
				ballX <= ballX + (ball_dirX ? -1 : 1);
				if(CollisionX2) ball_dirX <= 1; else if(CollisionX1) ball_dirX <= 0;
			end
			if(~(CollisionY1 & CollisionY2))        
			begin
				ballY <= ballY + (ball_dirY ? -1 : 1);
				if(CollisionY2) ball_dirY <= 1; else if(CollisionY1) ball_dirY <= 0;
			end
		end
	end
end 
wire R = BouncingObject | ball | pause;
wire G = BouncingObject;
wire B = BouncingObject;
assign  VGA_R = {4{R}} & {4{inDisplayArea}};
assign  VGA_G = {4{G}} & {4{inDisplayArea}};
assign  VGA_B = {4{B}} & {4{inDisplayArea}};
endmodule
File: flow/constraint.sdc
current_design main

set clk_period 6.6
set clk_io_pct 0.2

create_clock -name clk0 -period $clk_period [get_ports {CLOCK_50}]

set non_clock_inputs [all_inputs -no_clocks]
set_input_delay [expr $clk_period * $clk_io_pct] -clock clk0 $non_clock_inputs
set_output_delay [expr $clk_period * $clk_io_pct] -clock clk0 [all_outputs]
==> Changelog: implementation <==
### Metrics

* Max cap viols at 0
* Number of remaining DRC errors at 0
* Sw Share at 0.211
* Ys async rst share at 0
* Crit path max-delay family: buffers and inverters
* Headroom to the max-slew limit at 0.407
* Fin crit period at 3.50 ns
* Ao+oa area frac at 0.165
* Vias/cell at 5.27
* Vias in the first global route at 6914
* H-tree depth at 2
* Synth Warn # at 9
* Post-CTS setup buffer count at 0
* Xor/xnor share at 0.124
* Setup TNS at 0 ns
* P_sw at 0.000133 W
* Post-Place Setup Slack at 3.41 ns
* Gate Count Post-Synth at 1150
* Main logic family: simple AND/OR/NAND/NOR gates
* Final setup violation count at 0
* FP Core Util at 0.408
* # IOs at 19
* Count of unclocked register or latch pins at 85
* Basic Gates by Area at 0.246
* PortBufs at 17
* Clock power share at 0.429
* Layout Skew at 0.00597 ns
* Most frequent cells in the layout: 130 x dfxtp_1, 103 x nor2_1, 85 x nand2_1
* Endpoints left unconstrained at 93
* Drt wl/cell at 13.4 um
* Reg clk slew, reported paths at 0.07 ns
* Placed Cells at 1437
* WP data required at 5.28 ns
* Worst skew pair latency at 0.29 ns
* Yosys cell count at 1150
* Initial detailed-routing violation count at 372
* Hold buffer count at CTS at 0
* Critical path class: flop to primary output
* Tot GR Track Use at 0.167
* Clock Path Buffers at 2
* Post-layout util at 0.429
* Lkg Pwr at 3.89 nW
* Sequential Power Share at 0.528
* Global routing's busiest layer: met1
* Initial antenna violation count at 0
* Fa+ha+maj area frac at 0.104
* Actual slew at the worst max-slew pin at 0.884 ns
* Largest net degree at the start of global routing at 35
* Routed WL at 19400 um
* Worst stage delay on the critical path at 0.52 ns
* Synth Cell Area at 9580 sq um
* Global-route wire length before repair at 33300 um
* Logic area at 6210 sq um
* Die W at 157 um
* Critical path arrival at 2.18 ns
* PostCTS Resize Cnt at 0
* GRT met3 Usage at 0.0116
* Met2 Resource Use GR at 0.254
* Max FO, Critical Path at 13
* Crit. End Element: primary output
* Number of enable flip-flop cells at 9
* DR pass1 iterations at 5
* Gate power share at 0.043
* Chip Area, Yosys at 9580 sq um
* Via count at 7617
* Synth mux share at 0.00745
* Flops after synth at 139
* Row count at 56
* ANT cells at 0
* Outcome: complete, no violations
* Crit start category: flop
* Power Density at 62.7 nW/um^2
* Chip area at 24600 sq um
* Area Growth Syn to Fin at 5.03%
* Hold crit path type: flop to flop
* Cell Type Count at 92
* Post-synth seq share at 0.300
* Crit path cell chain: inv_1, o41ai_1, a21oi_1, clkdlybuf4s50_1
* Pint at 0.000497 W
* DRT antenna net count at 0
* Most frequent logic cell in the layout: dfxtp_1
* Commonest flop: dfxtp_1
* Max VDD drop at 0.112 mV
* Num CTS Buffers at 5
* Bufs and invs on worst path at 2
* DP Wirelength at 14900 um
* RSZ-0062 raised after global routing: false
* GP Congestion at 0.886
* Fillers at 2310
* Tool Warnings at 41
* CORE AREA at 23500 sq um
* Final Cycle Share at 0.530
* Slowest-stage cell, CP: clkdlybuf4s50_1
* Max Slew Vio Count at 0
* Die y size at 157 um
* Final WS setup at 3.10 ns
* Max Fclk at 0.286 GHz
* Grt ovf at 0
* Met1 Usage GRT at 0.271
* TritonCTS clock tree: yes
* Layout cell share with drive strength beyond 1 at 0.0417
* Sequential cell area at 2870 sq um
* Final hold vios at 0
* Non-filler instance count after layout at 1445
* Synthesized area per cell at 8.33 sq um
* Root buf cell: clkbuf_16
area by class of cell:
class,instances,area share
sequential,139,0.286
multi-input combinational,899,0.617
clock buffer,6,0.0138
tap,319,0.0397
inverter,59,0.0220
timing repair buffer,21,0.0199
clock inverter,2,0.00162
stage by stage:
step | total power, W | hold slack, ns | cell area (sq um)
6_report | 0.000630 | 0.379 | 10100
4_1_cts | 0.000640 | 0.383 | 10100
2_1_floorplan | 0.000361 | 0.379 | 9590
5_1_grt | 0.000657 | 0.398 | 10100
3_3_place_gp | 0.000367 | 0.361 | 9910
3_5_place_dp | 0.000367 | 0.365 | 9910
flip-flops by register name, summed over array words and instances (netlist names), 7 cells and up:
register        flops
boost               7
PaddlePosition      9
vga0.CounterX      12
ballX              10
vga0.v_counter     12
vga0.CounterY      12
vga0.h_counter     12
speed              18
clock06s           23
ballY               9
power by group through the flow:
stage     clock [W]  sequential [W]  combinational (W)
4_1_cts    0.000281        0.000333          0.0000274
5_1_grt    0.000294        0.000332          0.0000307
6_report   0.000270        0.000333          0.0000274
logic make-up after synthesis:
group | count (synthesis)
AOI/OAI and AO/OA | 224
xor gates and xnor gates | 136
other | 1
muxes | 7
buffers and inverters | 115
and+or+nand+nor | 451
adders and majority gates | 77
DFF | 139
routing by layer:
metal	routed length, um	part of all wire	vias up
met2	8110	0.42	88
met1	10600	0.55	3484
li1	-	-	4036
met4	154	0.0080	0
met3	492	0.025	9
met5	0	0	-
Yosys cell counts (6+ instances only):
library cell,instances,area [sq um]
a21o_1,8,60.1
a21oi_1,49,245
a31oi_1,13,81.3
and2_1,27,169
and3_1,20,125
buf_2,16,80.1
buf_4,11,82.6
clkbuf_1,24,90.1
dfxtp_1,130,2600
edfxtp_1,9,270
ha_1,73,913
inv_1,59,221
mux2i_1,6,60.1
nand2_1,85,319
nand2b_1,11,68.8
nand3_1,55,275
nand4_1,26,163
nor2_1,103,387
nor2b_1,20,125
nor3_1,38,190
nor4_1,12,75.1
o211ai_1,13,97.6
o21a_1,8,60.1
o21ai_0,49,245
o221ai_1,8,70.1
or3_1,9,56.3
xnor2_1,84,736
xor2_1,52,455
final timing paths:
kind,from,endpoint,slack [ns],cells after the start
worst max-delay path,start,VGA_R[0],3.10,4
worst min-delay path,VGA_CLK_o[0],VGA_CLK_o[0],0.38,1
worst max register to register,clock06s[0],boost[0],3.89,8
worst min register to register,VGA_CLK_o[0],VGA_CLK_o[0],0.38,1
Power and IR drop assume default switching activity.
